`flow/design.v`:
```
`timescale 1ns/1ns
module shift_and_add_binary_multiplier(clk, rst, A, B, C);
parameter m=4, n=4;
integer i;
input clk, rst;
input [m-1:0] A;
input [n-1:0] B;
output reg [m+n-1:0] C;
reg [m+n-1:0] A1;
reg [n-1:0] B1;
always @(posedge clk or posedge rst)
begin
    if (rst)
    begin
        C = 0;
    end
    else
    begin
        C = 0;
        A1[m-1:0] = A;
        A1[m+n-1:m] = 0;
        B1 = B;
        for (i = 0; i < n; i = i + 1)
        begin
            if (B1[i] == 1'b0)
            begin
                C = C + 0;
            end
            else if (B1[i] == 1'b1)
            begin
                C = C + (A1 << i);
            end
        end
    end
end
endmodule
```
`flow/run.sh`:
```
#!/bin/bash
# OpenROAD 26Q1-2900-gdf79404cd8, Yosys 0.63+post, stock flow scripts
make -C /OpenROAD-flow-scripts/flow DESIGN_CONFIG=/design/flow/config.mk WORK_HOME=/design/flow/orfs finish
```
`flow/config.mk`:
```
export PLATFORM = sky130hd
export DESIGN_NAME = shift_and_add_binary_multiplier
export DESIGN_NICKNAME = shift_and_add_binary_multiplier
export VERILOG_FILES = /design/flow/design.v
export SDC_FILE = /design/flow/constraint.sdc
export NUM_CORES = 4
export LEC_CHECK = 1
export CORE_AREA = 10 10 90 90
export DIE_AREA = 0 0 100 100
```
`flow/constraint.sdc`:
```
current_design shift_and_add_binary_multiplier

set clk_period 1.0
set clk_io_pct 0.2

create_clock -name clk0 -period $clk_period [get_ports {clk}]

set non_clock_inputs [all_inputs -no_clocks]
set_input_delay [expr $clk_period * $clk_io_pct] -clock clk0 $non_clock_inputs
set_output_delay [expr $clk_period * $clk_io_pct] -clock clk0 [all_outputs]
```
==> reports/metrics.csv <==
stage;metric;value;unit
job;max cap viols;0;
clock_network;H-tree levels;1;
power_and_ir_drop;Pleak;0.705;nW
synthesis;Cell Type Count;26;
layout;share of cells above drive strength 1;50.7;%
floorplanning;placement row count;29;
placement;Placed Cells;198;
global_route;Total GRT Usage;4.24;%
floorplanning;core area;6280;um^2
run_status;outcome;complete, but fails checks;
synthesis;XOR Share, Synth;7.68;%
power_and_ir_drop;Net Sw Frac;27.5;%
setup_path;CP startpoint kind;input port;
sta;worst-margin pin slew;308;ps
sta;PnR worst setup slack;-2100;ps
power_and_ir_drop;Net Sw Power;438;uW
run_status;failing checks;setup timing;
route;via count of the routed design;753;
placement;detailed placer's ending HPWL;1570;um
synthesis;ao+oa area frac;16.6;%
synthesis;synth warn;1;
setup_path;CP Max Fanout;2;
clock_network;CTS sink count;8;
power_and_ir_drop;P_int;1.15;mW
sta;relative slew slack;79.4;%
global_route;GR Overflow Total;0;
floorplanning;die width;100;um
synthesis;ys flops;8;
global_route;pin count of the biggest net entering global routing;9;
synthesis;Adders+Majority by Area;25.3;%
route;DRC viols;0;
route;starting DRC count in detailed routing;17;
synthesis;simple logic cell fraction of the synthesized area;10.1;%
sta;final setup vio count;6;
route;Post-Route WL;1960;um
power_and_ir_drop;Comb pwr share;52.5;%
power_and_ir_drop;total chip power;1.59;mW
floorplanning;die area;10000;um^2
synthesis;Post-Syn Instances;82;
route;Detail Route Antenna Nets;0;
setup_path;Worst EP required;1100;ps
sta;fin crit share;310;%
power_and_ir_drop;sequential share of power;24.5;%
route;number of diodes;0;
clock_network;clock buffer depth;2;
clock_network;cts bufs inserted;3;
setup_path;Critical Setup Path Class;input port to flip-flop;
global_route;global-route wire length before repair;3730;um
sta;setup_tns;-10530;ps
clock_network;root buffer cell;clkbuf_8;
setup_path;Worst Path Arrival;3190;ps
synthesis;Yosys Instances;82;
synthesis;Synth mux share;9.44;%
power_and_ir_drop;maximum vdd drop;711;uV
job;tool warnings;29;
floorplanning;die height;100;um
layout;final core occ;23.3;%
route;DR pass1 iterations;2;
layout;number of flip-flops in the largest register;8;
layout;area grow syn2layout;86.9;%
global_route;number of global-route vias before repair;847;
sta;hold slack;221;ps
sta;unrepaired setup endpoints after global routing;true;
synthesis;cell taking the most area after synthesis;dfrtp_1;
global_route;initial antenna violation count;0;
placement;Port Buffers;17;
hold_path;HP Class;input port to asynchronous set/reset pin;
synthesis;Synth top area share;25.6;%
sta;max-slew violation count;0;
synthesis;Main area contributors;dfrtp_1, ha_1, fa_1, mux2i_1, a21oi_1;
placement;routability cong.;0.758;
floorplanning;fp_density;12.5;%
synthesis;Main logic family;adder cells;
power_and_ir_drop;Power per Cell Area;1090;nW/um^2
route;routed len/inst;9.19;um
power_and_ir_drop;Clk pwr share;23.0;%
setup_path;CP Capture Type;flip-flop;
synthesis;register share after synthesis;25.6;%
clock_network;Clock transition at path regs;40;ps
synthesis;post-synthesis cell area;782;um^2
route;via/cell ratio;3.54;
synthesis;synthesized area per cell;9.54;um^2
clock_network;TritonCTS clock tree;built;
layout;Final Instance Count excl. Fillers;213;
sta;Peak Freq;0.323;GHz
floorplanning;IO Count;18;
sta;Tmin final;3100;ps
sta;final hold vios;0;
synthesis;YS chip area;782;um^2
==> power by group through the flow <==
stage         logic, mW  clock network (mW)  registers [mW]
global route      0.949               0.412           0.394
CTS               0.842               0.377           0.391
finish            0.836               0.365           0.390
==> placed cells by master (no fill, tap or decap), drive strengths merged, types with 4 or more instances in the layout <==
cell type	instances
a21oi	8
buf	39
clkdlybuf4s15	8
clkdlybuf4s50	4
dfrtp	8
ha	11
inv	9
mux2i	4
nand2	7
xor2	4
==> logic make-up after synthesis <==
family / count (synthesis)
buffers and inverters: 11
AND/OR/NAND/NOR: 16
adder cells (fa/ha/maj): 14
AND-OR/OR-AND: 20
flip-flops: 8
XOR/XNOR: 6
multiplexers: 7
==> critical path: stages <==
cell	delay [ps]
buf_6	90
and2_4	150
ha_4	150
inv_2	50
fa_2	420
mux2i_2	190
ha_2	220
inv_2	40
fa_1	520
nand2_2	60
o21a_1	130
ha_4	170
fa_2	370
xor2_1	170
a22oi_1	160
o21ai_1	90
==> cell usage after synthesis (all sizes together) <==
cell	n
nor2	1
mux2i	4
a21oi	8
a22oi	1
xor2	4
o21a	3
nand2	7
mux2	3
xnor2	2
a221oi	1
a21o	3
ha	11
fa	3
nand3	1
nor2b	2
o21ai	2
inv	9
nand2b	3
a211oi	1
and2	2
clkbuf	2
dfrtp	8
o21bai	1
==> worst max path at each step <==
stage | start | endpoint | slack [ps] | depth (start not counted)
global route | A[1] | C[6] | -2220 | 18
CTS | B[0] | C[6] | -2200 | 18
finish | A[1] | C[5] | -2100 | 16
==> through the flow <==
stage                     setup slack [ps]  cell area, um^2
after floorplan                      -2070              828
after global placement               -2740             1270
after detailed placement             -2770             1270
after CTS                            -2200             1470
after global routing                 -2220             1460
final                                -2100             1460
==> layout make-up <==
class,instances,area [um^2]
fillers,661,4820
multi-input cells,63,639
clock buffers,3,41.3
repair buffers,53,450
flip-flops and latches,8,200
well taps,77,96.3
inverters,9,33.8
==> layer usage <==
metal / GRT usage [%] / wire (um)
met5: 0 / 0
met4: 0.543 / 16
met3: 1.18 / 126
met2: 7.67 / 1040
met1: 4.99 / 777
==> what timing repair did <==
item	CTS	global route
hold endpoints to repair	0	0
endpoints found under the setup margin	15	6
resized	44	10
setup buffers	15	2
pin swaps	21	15
hold buffers	0	0
Power is estimated from default activity; no workload was simulated.
