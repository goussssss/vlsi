## flow/run.sh

```bash
#!/bin/bash
# OpenROAD 26Q1-2900-gdf79404cd8, Yosys 0.63+post, stock flow scripts
make -C /OpenROAD-flow-scripts/flow DESIGN_CONFIG=/design/flow/config.mk WORK_HOME=/design/flow/orfs finish
```

## flow/config.mk

```make
export PLATFORM = sky130hd
export DESIGN_NAME = alu_32bit_case
export DESIGN_NICKNAME = alu_32bit_case
export VERILOG_FILES = /design/flow/design.v
export SDC_FILE = /design/flow/constraint.sdc
export NUM_CORES = 4
export LEC_CHECK = 1
export CORE_UTILIZATION = 50
```

## flow/constraint.sdc

```tcl
current_design alu_32bit_case

set clk_period 23.9
set clk_io_pct 0.2

create_clock -name clk0 -period $clk_period

set non_clock_inputs [all_inputs -no_clocks]
set_input_delay [expr $clk_period * $clk_io_pct] -clock clk0 $non_clock_inputs
set_output_delay [expr $clk_period * $clk_io_pct] -clock clk0 [all_outputs]
```

## flow/design.v

```verilog
module alu_32bit_case(y, a, b, f);
input [31:0] a;
input [31:0] b;
input [2:0] f;
output reg [31:0] y;
always @(*)
begin
    case (f)
        3'b000: y = a & b;        
        3'b001: y = a | b;        
        3'b010: y = ~(a & b);     
        3'b011: y = ~(a | b);     
        3'b010: y = a + b;        
        3'b011: y = a - b;        
        3'b100: y = a * b;        
        default: y = 32'bx;
    endcase
end
endmodule
```

==> tab_implementation.tex <==
% Auto-generated results table
\begin{tabular}{lr}
\hline
Metric & Value \\
\hline
\multicolumn{2}{l}{\textbf{Synth}} \\
\quad Post-synth seq share & 0\% \\
\quad Average cell area after synthesis & 8.68 sq um \\
\quad Post-synth area from yosys stat & 0.0171 sq mm \\
\quad Cell area after technology mapping & 0.0171 sq mm \\
\quad Area share of and/or/nand/nor cells after synthesis & 19.4\% \\
\quad Synth Area in Adders & 58.2\% \\
\quad Yosys synthesis warning count & 1 \\
\quad Biggest area cells & sky130\_fd\_sc\_hd\_\_fa\_1 (48\%), sky130\_fd\_sc\_hd\_\_and2\_1 (11\%), sky130\_fd\_sc\_hd\_\_ha\_1 (9.0\%) \\
\quad Library cell occupying the most area in the post-synthesis netlist & sky130\_fd\_sc\_hd\_\_fa\_1 \\
\quad XORs/XNORs by Area & 5.46\% \\
\quad Instance tally after logic synthesis & 1971 \\
\quad Top cells by count & sky130\_fd\_sc\_hd\_\_fa\_1 (408), sky130\_fd\_sc\_hd\_\_inv\_1 (382), sky130\_fd\_sc\_hd\_\_and2\_1 (313), sky130\_fd\_sc\_hd\_\_nand2\_1 (263), sky130\_fd\_sc\_hd\_\_ha\_1 (123) \\
\quad Distinct cells, synth & 55 \\
\quad Dominant combinational family & adder cells \\
\quad Most frequently used cell type in the post-synthesis netlist & sky130\_fd\_sc\_hd\_\_fa\_1 \\
\quad Share of the synthesized area in the top cell type & 47.8\% \\
\quad Mux share & 0.241\% \\
\quad Total cells reported by yosys after synthesis & 1971 \\
\quad Aoi share & 5.61\% \\
\multicolumn{2}{l}{\textbf{Place}} \\
\quad IO Port Bufs & 99 \\
\quad Post-Place Cells & 2441 \\
\quad GPL Wtd Cong & 0.959 \\
\quad Post-Place Cell Area & 0.0185 sq mm \\
\quad HPWL after detailed placement & 37300 um \\
\multicolumn{2}{l}{\textbf{Drt}} \\
\quad Initial detailed-routing violation count & 512 \\
\quad Average wire length per cell after detail routing & 20.4 um \\
\quad Antenna diode count & 0 \\
\quad Post-detailed-route count of antenna-violating nets & 0 \\
\quad Vias & 12900 \\
\quad Detailed-routing iteration count for the pre-antenna-repair pass & 5 \\
\quad Drt drc & 0 \\
\quad Total detailed-routing wirelength & 49900 um \\
\quad Routed via count divided by cell count & 5.29 \\
\multicolumn{2}{l}{\textbf{Flow run}} \\
\quad Max\_cap viols & 0 \\
\quad Stage-log warning count & 32 \\
\multicolumn{2}{l}{\textbf{STA}} \\
\quad Unrepaired setup endpoints after global routing & no \\
\quad Post-layout min period & 17.47 ns \\
\quad Setup-failing EPs final & 0 \\
\quad Smallest hold slack & 10.52 ns \\
\quad Relative slew slack & 47.4\% \\
\quad Fin. max-slew vios & 0 \\
\quad Final worst path period share & 73.1\% \\
\quad Worst Tran Pin Value & 0.786 ns \\
\quad Final setup TNS & 0 ns \\
\quad Number of failing hold endpoints at the final stage & 0 \\
\quad F\_max & 0.0572 GHz \\
\multicolumn{2}{l}{\textbf{Hold path}} \\
\quad WHS Path Cells & 5 \\
\quad Worst Hold Path EP & y[2] \\
\quad Hold/Removal Path Class & in -> out \\
\quad Min-Delay Startpoint & f[2] \\
\multicolumn{2}{l}{\textbf{Floorplan}} \\
\quad Horizontal die dimension & 187 um \\
\quad Row cnt & 67 \\
\quad Number of primary I/O pins & 99 \\
\quad Die height & 187 um \\
\quad Starting density of the core & 50.9\% \\
\quad Die area & 0.0349 sq mm \\
\quad Area of the core region & 0.0336 sq mm \\
\multicolumn{2}{l}{\textbf{Critical path}} \\
\quad Buffering stage count on the worst path with inverters included & 6 \\
\quad Worst path slowest cell & sky130\_fd\_sc\_hd\_\_clkdlybuf4s50\_1 \\
\quad CP arrival & 12.69 ns \\
\quad Cell occurring most often along the worst timing path & sky130\_fd\_sc\_hd\_\_fa\_1 \\
\quad Largest stage delay, worst path & 0.79 ns \\
\quad Critical Path Start Type & input port \\
\quad Biggest fanout along the worst timing path & 18 \\
\quad Sort of element at the end of the critical path & output port \\
\quad Worst-path cell chain & clkdlybuf4s50\_1 -> and2\_1 -> fa\_1 -> inv\_1 -> fa\_1 -> fa\_1 -> fa\_1 -> inv\_1 -> fa\_1 -> inv\_1 -> fa\_1 -> inv\_1 -> fa\_1 -> fa\_1 -> ha\_1 -> nand4\_1 -> nor4\_1 -> nand2b\_1 -> a21oi\_1 -> o211ai\_1 -> a2111o\_1 -> nand3\_1 -> clkdlybuf4s50\_1 \\
\quad Type of the setup path with the least slack & in -> out \\
\quad Worst EP required & 19.12 ns \\
\quad Kind of cell adding the most delay to the critical path & adder cells \\
\multicolumn{2}{l}{\textbf{Layout}} \\
\quad Fraction of layout cells with a size suffix above 1 & 2.56\% \\
\quad Post-route cell area & 0.0185 sq mm \\
\quad Non-filler instance count after layout & 2441 \\
\quad Final sequential cell count & 0 \\
\quad Sequential standard cell area & 0 sq um \\
\quad Area added between synthesis and finish & 8.28\% \\
\quad \# clk buffers & 0 \\
\multicolumn{2}{l}{\textbf{Global route}} \\
\quad Largest net degree at the start of global routing & 49 \\
\quad First-pass GRT wire length & 81000 um \\
\quad Initial antenna violation count & 0 \\
\quad Total routing usage reported by global routing & 33.0\% \\
\quad Total congestion overflow & 0 \\
\quad Vias in the first global route & 14200 \\
\multicolumn{2}{l}{\textbf{Clock tree}} \\
\quad Count of buffers added by post-CTS timing repair for setup & 0 \\
\quad Count of instances resized after the clock tree is built & 0 \\
\quad Hold-fix buffer count after cts & 0 \\
\multicolumn{2}{l}{\textbf{Status}} \\
\quad Outcome & complete, no violations \\
\hline
\end{tabular}
metal layers:
layer | wire length (um) | GRT usage [%] | part of all wire (%)
met1 | 20700 | 49.7 | 42
met2 | 21800 | 47.0 | 44
met3 | 6070 | 15.0 | 12
met4 | 1270 | 6.24 | 2.5
met5 | 0 | 0.275 | 0
final cells by class:
| cell class | count | area [sq um] |
|---|---|---|
| Multi-Input combinational cell | 1468 | 15200 |
| Timing Repair Buffer | 143 | 1310 |
| Tap cell | 448 | 561 |
| Fill cell | 3082 | 15100 |
| Inverter | 382 | 1430 |
layout by cell type, fill, tap and decap left out, types with 2 or more instances in the layout:
cell                              instances
sky130_fd_sc_hd__o21a_1                   8
sky130_fd_sc_hd__a21oi_1                 27
sky130_fd_sc_hd__nand2_1                263
sky130_fd_sc_hd__nand3b_1                 2
sky130_fd_sc_hd__nor3_1                   7
sky130_fd_sc_hd__a41oi_1                  5
sky130_fd_sc_hd__buf_4                   44
sky130_fd_sc_hd__xnor2_1                 75
sky130_fd_sc_hd__maj3_1                  25
sky130_fd_sc_hd__or3_1                    2
sky130_fd_sc_hd__and2_1                 313
sky130_fd_sc_hd__xor2_1                  29
sky130_fd_sc_hd__nand2b_1                 4
sky130_fd_sc_hd__inv_1                  382
sky130_fd_sc_hd__clkdlybuf4s50_1         97
sky130_fd_sc_hd__nand4_1                  4
sky130_fd_sc_hd__a31oi_1                  9
sky130_fd_sc_hd__o31a_1                   2
sky130_fd_sc_hd__nor2_1                  30
sky130_fd_sc_hd__a211oi_1                 5
sky130_fd_sc_hd__o21ai_0                 41
sky130_fd_sc_hd__fa_1                   408
sky130_fd_sc_hd__a21o_1                  13
sky130_fd_sc_hd__o21ai_1                 21
sky130_fd_sc_hd__o211ai_1                 2
sky130_fd_sc_hd__and3_1                   4
sky130_fd_sc_hd__nand3_1                 17
sky130_fd_sc_hd__ha_1                   123
sky130_fd_sc_hd__buf_2                    2
sky130_fd_sc_hd__mux2i_1                  3
sky130_fd_sc_hd__a2111o_1                 2
through the flow:
| step | utilization, % | worst slack [ns] |
|---|---|---|
| 2_1_floorplan | - | 8.02 |
| 3_3_place_gp | 55.1 | 6.54 |
| 3_5_place_dp | 55.1 | 6.53 |
| 4_1_cts | 55.1 | 6.46 |
| 5_1_grt | 55.1 | 6.09 |
| 6_report | 55.1 | 6.43 |
worst min-delay path, stage by stage:
cell                              delay, ns
sky130_fd_sc_hd__buf_2                 0.09
sky130_fd_sc_hd__buf_4                 0.26
sky130_fd_sc_hd__nand2_1               0.10
sky130_fd_sc_hd__o21ai_0               0.08
sky130_fd_sc_hd__clkdlybuf4s50_1       0.41
logic make-up (layout without fill, tap and decap cells):
kind of cell             after synthesis  count (layout)
AND/OR/NAND/NOR                      651             651
adder cells (fa/ha/maj)              556             556
buffers and inverters                503             525
AND-OR/OR-AND                        152             152
XOR/XNOR                             105             105
multiplexers                           4               4
worst max-delay path by stage:
stage | cells past startpoint | end | startpoint
after CTS | 23 | y[30] | a[16]
after global routing | 23 | y[30] | a[15]
final | 23 | y[30] | a[16]
